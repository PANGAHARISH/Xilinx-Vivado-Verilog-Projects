==> design.v <==
`timescale 1ns / 1ps
module reg_file(
input I_clk,
input I_en,
input I_we,
input [2:0] I_selA,
input [2:0] I_selB,
input [2:0] I_selD,
input [15:0] I_dataD,
output reg [15:0] O_dataA,
output reg [15:0] O_dataB
);
reg [15:0] regs [7:0]; 
integer count;
initial begin
O_dataA = 0;
O_dataB = 0;
for (count=0; count < 8; count = count + 1) begin 
regs[count] = 0;
end
end
always@(negedge I_clk) begin
if(I_en) begin 
  if(I_we) 
     regs [I_selD] <= I_dataD;
     O_dataA <= regs[I_selA];  
     O_dataB <= regs[I_selB]; 
end
end
endmodule
==> run.sh <==
#!/bin/bash
# OpenROAD 26Q1-2900-gdf79404cd8, Yosys 0.63+post, stock flow scripts
make -C /OpenROAD-flow-scripts/flow DESIGN_CONFIG=/design/flow/config.mk WORK_HOME=/design/flow/orfs finish
==> config.mk <==
export PLATFORM = sky130hd
export DESIGN_NAME = reg_file
export DESIGN_NICKNAME = reg_file
export VERILOG_FILES = /design/flow/design.v
export SDC_FILE = /design/flow/constraint.sdc
export NUM_CORES = 4
export LEC_CHECK = 1
export CORE_UTILIZATION = 30
==> constraint.sdc <==
current_design reg_file

set clk_period 2.7
set clk_io_pct 0.2

create_clock -name clk0 -period $clk_period [get_ports {I_clk}]

set non_clock_inputs [all_inputs -no_clocks]
set_input_delay [expr $clk_period * $clk_io_pct] -clock clk0 $non_clock_inputs
set_output_delay [expr $clk_period * $clk_io_pct] -clock clk0 [all_outputs]
==> results.tsv <==
stage	metric	value	unit
yosys	synth_cell_types	15	
finish	final_cells	873	
power	p_total	6.813	mW
die	fp-row-count	55	
yosys	synthMuxAreaShare	28.69	%
clock_tree	cts.sinks	160	
clock_tree	cts_tree	done	
yosys	synth_area_leader_cell	edfxtp_1	
sta	finalSetupViolCount	64	
yosys	syn_area	7012	um^2
drt	met3WireLength	2.906	mm
finish	drive_above_1_share	39.11	%
yosys	synth-async-reset-ratio	0	%
drt	top_layer	met4	
finish	utilization	42.55	%
finish	mi_logic_area	2008	um^2
yosys	area_leaders	edfxtp_1 69%, mux4_1 21%, mux2_2 5.1%, mux4_2 2.6%, buf_6 1.3%	
finish	area_growth	38.22	%
power	swShare	26.11	%
grt	overflow	0	
drt	antennaDiodeCount	0	
power	leakage	3.917	nW
yosys	synthTopLogicFamily	multiplexers	
die	die_w	154.9	um
hold_path	holdPathEnd	O_dataA[13]	
setup_path	r2r_slack	1.26	ns
setup_path	cp.arrival	2.39	ns
setup_path	start_kind	flip-flop	
yosys	xor_share	0	%
grt	grt_pass1_wl	25.39	mm
job	tool_warnings	188	
grt	track_usage	15.85	%
setup_path	cp.required	2.16	ns
drt	drc	0	
setup_path	worstSetupPathType	reg2out	
hold_path	hold_path.class	reg2reg	
die	die_y	154.9	um
hold_path	hold_path_depth	2	
die	coreArea	22780	um^2
setup_path	max_stage_delay	0.43	ns
yosys	synth_area_per_cell	24.35	um^2
power	power.internal	5.035	mW
drt	routedWlPerCell	19.05	um
sta	hold_viol	0	
clock_tree	cts_buffers	17	
grt	grt_start_max_net_pins	33	
hold_path	hold_start	regs[5][13]	
drt	drt_iter0_markers	162	
placed_design	dp_hpwl	8.315	mm
setup_path	cp_num_cells	1	
yosys	yosys-stat-area	7012	um^2
sta	finalMaxSlewViolations	0	
yosys	synth_stat.cells	288	
setup_path	crit_chain	buf_2	
yosys	synth_flops	160	
setup_path	crit_fanout	1	
yosys	yosys.area_share.simple	0.8744	%
outcome	violations	setup timing	
sta	fin_ws	-0.2287	ns
setup_path	path_buffers	1	
setup_path	crit_path_top_delay_cell	edfxtp_1	
die	die_area	23990	um^2
finish	lay_top_cells	160 x edfxtp_1, 160 x inv_1, 64 x mux4_2, 34 x buf_2	
grt	antenna_found_initial	0	
yosys	edf_count	160	
placed_design	place_inst	666	
power	clockPowerShare	50.1	%
sta	worstMarginPinSlew	0.4994	ns
job	drv_cap	0	
power	ir_worst_vdd	0.4520	mV
die	initial_core_util	30.78	%
setup_path	crit_family	flip-flops	
yosys	aoi_share	0	%
yosys	synth_top_area_share	68.52	%
clock_tree	clock_path_buffers	2	
drt	drt-vias-per-instance	4.527	
die	io_pins	60	
yosys	synth_seq_share	68.52	%
yosys	syn_inst	288	
setup_path	cp-end-kind	primary output	
power	p_comb_share	7.7	%
placed_design	dp_slack	-0.8352	ns
drt	drt-total-wl	16.63	mm
yosys	ys.flop_type	edfxtp_1	
outcome	status	finished with violations	
clock_tree	clkSlewWorstSetupHoldPaths	0.05	ns
sta	skew	0.01751	ns
clock_tree	clk_latency	0.46	ns
drt	wl_met2	8.165	mm
setup_path	r2r_end	O_dataB[4]	
yosys	ys_sh_adder	0	%
drt	ant_nets	0	
power	switchingPower	1.779	mW
clock_tree	root_buffer	clkbuf_16	
sta	rsz0062_at_grt	yes	
setup_path	r2r_cells	2	
finish	fill_cells	1944	
placed_design	numPortBuffers	59	
setup_path	timing.rr.start	regs[4][4]	
placed_design	gp_congestion	0.7374	
clock_tree	htreeDepth	4	
drt	wl_met1	5.230	mm
power	p_seq_share	42.2	%
clock_tree	postCtsHoldBufs	0	
finish	regArea	4805	um^2
grt	grt_pass1_vias	4719	
drt	first_pass_iters	4	
drt	vias	3952	
sta	slew-limit-headroom	66.71	%
power	p_per_area	703.0	nW/um^2
yosys	yosysWarnings	1	
[sequential cells by signal, indices dropped and copies added, names as in the netlist]
register / cells
O_dataB: 16
regs: 128
O_dataA: 16
[repair_timing]
action,CTS,global route
setup buffers,3,1
gates cloned,12,0
endpoints found under the setup margin,192,72
gates resized,165,8
pin swaps,1,1
[power groups by stage]
stage	registers (mW)	logic (mW)	clock network, mW
4_1_cts	2.88	0.520	3.52
5_1_grt	2.88	0.558	3.79
6_report	2.88	0.522	3.41
[cell families (layout without fill, tap and decap cells)]
logic type / after synthesis / in the layout
flops: 160 / 160
buf+inv: 19 / 291
simple gates: 13 / 13
mux: 96 / 96
[layer usage]
metal / vias to the layer above / track usage (%)
met5: - / 0.6211
met4: 0 / 5.705
met3: 24 / 15.18
met2: 279 / 23.14
met1: 1863 / 15.18
li1: 1786 / -
[how the worst max path moves through the flow]
stage	from	endpoint	slack (ns)
finish	O_dataB[12]	O_dataB[12]	-0.23
CTS	O_dataA[13]	O_dataA[13]	-0.23
global route	O_dataA[12]	O_dataA[12]	-0.27
[synth_stat cells (2+ instances only)]
| cell type | count |
|---|---|
| nand2b_1 | 2 |
| clkbuf_2 | 2 |
| nor2_1 | 6 |
| nor3_1 | 2 |
| mux4_2 | 8 |
| mux4_1 | 56 |
| buf_1 | 7 |
| edfxtp_1 | 160 |
| buf_6 | 8 |
| mux2_2 | 32 |
[per-stage QoR]
step	instance area, um^2	setup TNS (ns)	hold slack [ns]
5_1_grt	9692	-7.699	0.7885
3_5_place_dp	8119	-115.25	0.7738
4_1_cts	9654	-6.517	0.7760
3_3_place_gp	8119	-111.27	0.7660
2_1_floorplan	6972	-37.51	0.7357
6_report	9692	-6.036	0.7736
[cell type report]
type                    instances  area share [%]
clock inverters               175           8.353
well taps                     313           4.041
flip-flops and latches        160           49.57
repair buffers                 99           12.92
multi-input cells             109           20.72
clock buffers                  17           4.389
Power is estimated from default activity; no workload was simulated.
