[flow/config.mk]
export PLATFORM = sky130hd
export DESIGN_NAME = alu
export DESIGN_NICKNAME = alu
export VERILOG_FILES = /design/flow/design.v
export SDC_FILE = /design/flow/constraint.sdc
export NUM_CORES = 4
export LEC_CHECK = 1
export CORE_UTILIZATION = 40
[flow/constraint.sdc]
current_design alu

set clk_period 9.5
set clk_io_pct 0.2

create_clock -name clk0 -period $clk_period [get_ports {I_clk}]

set non_clock_inputs [all_inputs -no_clocks]
set_input_delay [expr $clk_period * $clk_io_pct] -clock clk0 $non_clock_inputs
set_output_delay [expr $clk_period * $clk_io_pct] -clock clk0 [all_outputs]
[flow/design.v]
`timescale 1ns / 1ps
module alu(
input I_clk,
input I_en,
input [4:0] I_aluop,
input [15:0]  I_dataA,
input [15:0] I_dataB,
input [7:0] I_imm,		
output [15:0] O_dataResult,
output reg O_shldBranch
);
reg [17:0] int_result;
wire op_lsb;
wire [3:0] opcode;
localparam      Add = 0,
                Sub = 1,
				OR  = 2,
				AND = 3,
				XOR = 4,
				NOT = 5, 
			   Load = 8, 
			   Cmp  = 9,
			   SHL  = 10,
			   SHR  = 11,
			   JMPA = 12,
			   JMPR = 13;
initial begin
int_result <= 0;
end
assign  op_lsb = I_aluop[0];
assign opcode =  I_aluop[4:1];
assign O_dataResult = int_result[15:0];
always@(negedge I_clk) begin
if(I_en) begin 
 case(opcode)
 Add : begin
	   int_result <= (op_lsb ? ( $signed(I_dataA)+ $signed(I_dataB))	: (I_dataA + I_dataB ) ) ;
       O_shldBranch <= 0;
	  end
 Sub : begin
	   int_result <= (op_lsb ? ( $signed(I_dataA)- $signed(I_dataB))	: (I_dataA - I_dataB ) ) ;
       O_shldBranch <= 0;
	  end
 OR : begin
	   int_result <= I_dataA | I_dataB ;
       O_shldBranch <= 0;
	   end
 AND : begin    
	  	  int_result <= I_dataA & I_dataB ;
          O_shldBranch <= 0;
		end
 XOR : begin    
	  	  int_result <= I_dataA ^ I_dataB ;
          O_shldBranch <= 0;
		end
 NOT : begin    
	  	  int_result <= ~I_dataA ;
          O_shldBranch <= 0;
		end
Load : begin    
	  	  int_result <= (op_lsb ?({I_imm,8'h00}):({8'h00,I_imm }) );
          O_shldBranch <= 0;
		end
Cmp : begin    
	  	  int_result[0] <= (op_lsb ?({I_imm,8'h00}):({8'h00,I_imm }) );
          O_shldBranch <= 0;
		end
Cmp: begin
	if (op_lsb) begin
		int_result[0] <= ($signed (I_dataA) == $signed (I_dataB)) ? 1:0 ;
		int_result[1] <= ($signed (I_dataA)== 0)?1:0;
		int_result[2] <= ($signed (I_dataB)== 0)?1:0;
		int_result[3] <= ($signed (I_dataA) > $signed (I_dataB)) ? 1 :0 ;
		int_result[4] <= ($signed (I_dataA) < $signed (I_dataB)) ? 1 :0;
	end else begin
		int_result[0]  <= (I_dataA == I_dataB) ? 1: 0;
		int_result [1] <= (I_dataA == 0)? 1:0;
		int_result[2] <= (I_dataB == 0) ? 1:0;
		int_result[3] <= (I_dataA > I_dataB) ? 1:0;
		int_result[4] <= (I_dataA < I_dataB) ? 1:0;
	end
	 O_shldBranch <= 0;
	end
		SHL: begin
			int_result <= I_dataA << (I_dataB[3:0]);
			O_shldBranch <= 0; 
			end
		SHR: begin
			int_result <= I_dataA >> (I_dataB[3:0]);
			O_shldBranch <= 0;
			end
		JMPA: begin
			int_result <= (op_lsb ? I_dataA: I_imm);
			O_shldBranch <= 1;
			end
		JMPR: begin
			int_result <= I_dataA;
			O_shldBranch <= I_dataB[{op_lsb, I_imm[1:0]}]; 
			end
      endcase
      end
   end
endmodule
[flow/run.sh]
#!/bin/bash
# OpenROAD 26Q1-2900-gdf79404cd8, Yosys 0.63+post, stock flow scripts
make -C /OpenROAD-flow-scripts/flow DESIGN_CONFIG=/design/flow/config.mk WORK_HOME=/design/flow/orfs finish
==> flow_summary.yaml <==
# synthesis and place-and-route metrics
route:
  wl_per_cell_um: 22.8
  num_antenna_cells: 0
  via_density: 6.16
  drt_pre_antenna_iters: 6
  number_of_vias_in_the_routed_layout: 5796
  drt_iter0_markers: 636
  drt-total-wl_mm: 21.5
  drt.antenna.violating_nets: 0
  detail_route.drc_violations: 0
global_route:
  grt_start_max_net_pins: 44
  first_global_vias: 5436
  leftover_overflow_at_the_end_of_global_routing: 0
  antenna_violations_before_repair: 0
  groute.usage.overall: 0.349
  grt_first_pass_wirelength_mm: 32.7
clocking:
  clk_root_buffer_cell: "sky130_fd_sc_hd__clkbuf_16"
  tritoncts.num_buffers: 3
  clock_tree.buffer_depth: 2
  clock_pin_slew_on_the_worst_setup_and_hold_paths_ns: 0.03
  clock_sinks: 17
  cts_resized: 0
  number_of_post_cts_setup_repair_buffers: 0
  cts_h_tree_depth: 1
  tritoncts: "yes"
  postCtsHoldBufs: 0
setup_path:
  path_max_fanout: 4
  worstSetupEndpointType: "flip-flop"
  path_class: "in2reg"
  critical_path_arrival_ns: 4.54
  crit_path_required_time_ns: 4.81
  worst_setup_path_start_kind: "input port"
hold_path:
  hold_end: "int_result[0]"
  hold_crit_path_type: "in2reg"
  worst_hold_stages: 3
  holdCritStartpoint: "I_en"
final_timing:
  worst_pin_slew_ns: 0.579
  finalSetupViolations: 0
  setup_ws_ns: 0.269
  max_slew_violation_count: 0
  tns_ns: 0
  final_hold_viol_count: 0
  slew_headroom: 0.612
  grt_setup_unrepaired: "no"
synth:
  synth_top_flop_cell: "sky130_fd_sc_hd__edfxtp_1"
  synthDominantCellAreaShare: 0.121
  yosysWarningCount: 1
  syn-cell-area_um2: 4970
  count_of_flip_flops_with_a_built_in_enable_after_synthesis: 17
  postSynthCellCount: 633
  ys_top_cells_by_count: "sky130_fd_sc_hd__nor2_1, sky130_fd_sc_hd__ha_1, sky130_fd_sc_hd__inv_1, sky130_fd_sc_hd__a21oi_1, sky130_fd_sc_hd__nand2_1"
  distinct_lib_cells: 86
  yosysTopAreaCell: "sky130_fd_sc_hd__ha_1"
  synth-area-yosys_um2: 4970
  syn_area_per_cell_um2: 7.85
  postSynthSeqShare: 0.103
  biggest_area_contributors_in_the_synthesized_netlist: "sky130_fd_sc_hd__ha_1, sky130_fd_sc_hd__edfxtp_1, sky130_fd_sc_hd__mux4_2, sky130_fd_sc_hd__nor2_1, sky130_fd_sc_hd__a21oi_1"
  post-synth-top-count-cell: "sky130_fd_sc_hd__nor2_1"
  ys_cells: 633
  asyncSetResetFlopFracSynth: 0
  numSynthFlops: 17
power_and_ir_drop:
  switchingPower_uw: 236
  switching_share: 0.422
  leakage_nw: 2.84
  p_clk_frac: 0.207
  pwr-share-seq: 0.178
  internal_power_uw: 324
  power_frac_comb: 0.616
  powerDensity_nw_per_um2: 85.9
  worst_supply_voltage_drop_on_vdd_mv: 0.0541
floorplanning:
  ioPinCount: 64
  overall_die_height_um: 113
  die-width_um: 113
  fp_util: 0.412
  core_region_area_um2: 12100
  design.die.area_um2: 12900
  std_cell_rows: 40
layout:
  final_layout_size_suffix_gt1_frac: 0.210
  logic_area_um2: 4030
  post-route-util: 0.541
  syn2layout_area_growth_pct: 31.2
  register_area_um2: 510
  filler_cell_count: 1158
  stdcell_area_um2: 6520
outcome:
  outcome: "finished clean"
placement:
  final_estimated_routing_congestion_in_global_placement: 1.07
  buffer_ports.inserted: 63
  placedInstanceArea_um2: 6380
  post-dp-hpwl_mm: 17.6
  dpl_worst_slack_ns: -0.00926
job:
  timing.max_cap.violations: 0
  openroad.warnings: 74
==> power groups by stage <==
| stage | logic (mW) | registers [mW] | clock network (mW) |
|---|---|---|---|
| global route | 0.369 | 0.100 | 0.129 |
| finish | 0.345 | 0.0995 | 0.116 |
| CTS | 0.339 | 0.0997 | 0.120 |
==> cells in the final DEF, fill, tap and decap left out, types with 4 or more instances in the layout <==
cell type                         Yosys  layout
sky130_fd_sc_hd__o32ai_1              6       6
sky130_fd_sc_hd__o21ai_0             29      29
sky130_fd_sc_hd__nand2b_1            14      14
sky130_fd_sc_hd__nand2_1             40      40
sky130_fd_sc_hd__nor2_1              76      76
sky130_fd_sc_hd__a221o_1              4       4
sky130_fd_sc_hd__ha_1                48      48
sky130_fd_sc_hd__o22ai_1             15      15
sky130_fd_sc_hd__nand3_1              8       8
sky130_fd_sc_hd__a211oi_1             8       8
sky130_fd_sc_hd__a21o_1              10      10
sky130_fd_sc_hd__nand4_1              4       4
sky130_fd_sc_hd__buf_4                2     102
sky130_fd_sc_hd__inv_1               48      65
sky130_fd_sc_hd__edfxtp_1            17      17
sky130_fd_sc_hd__a22oi_1              9       9
sky130_fd_sc_hd__o21bai_1             6       6
sky130_fd_sc_hd__xor2_1               4       4
sky130_fd_sc_hd__o221a_2              4       4
sky130_fd_sc_hd__a311oi_1             5       5
sky130_fd_sc_hd__o211ai_1             4       4
sky130_fd_sc_hd__and2_1               8       8
sky130_fd_sc_hd__a221oi_1             9       9
sky130_fd_sc_hd__clkdlybuf4s50_1      0      61
sky130_fd_sc_hd__a21oi_1             47      47
sky130_fd_sc_hd__o21ai_1              7       7
sky130_fd_sc_hd__nor3_1              14      14
sky130_fd_sc_hd__mux4_2              22      22
sky130_fd_sc_hd__or3_1                6       6
sky130_fd_sc_hd__nor2b_1              7       7
sky130_fd_sc_hd__o2111ai_1            4       4
sky130_fd_sc_hd__mux2i_1             21      21
==> worst max-delay path, stage by stage <==
cell	delay [ns]
sky130_fd_sc_hd__clkdlybuf4s50_1	0.52
sky130_fd_sc_hd__ha_1	0.19
sky130_fd_sc_hd__inv_1	0.06
sky130_fd_sc_hd__fa_1	0.41
sky130_fd_sc_hd__nor2b_1	0.25
sky130_fd_sc_hd__o2111ai_2	0.18
sky130_fd_sc_hd__a31oi_1	0.20
sky130_fd_sc_hd__buf_4	0.16
sky130_fd_sc_hd__a31oi_2	0.11
sky130_fd_sc_hd__o41ai_1	0.40
sky130_fd_sc_hd__o2111ai_1	0.17
==> cell families (layout without fill, tap and decap cells) <==
kind of cell | Yosys count | in the layout | synth area share
XOR/XNOR | 7 | 7 | 0.0123
AND-OR/OR-AND | 211 | 211 | 0.310
AND/OR/NAND/NOR | 202 | 202 | 0.205
buffers and inverters | 99 | 239 | 0.0886
flip-flops | 17 | 17 | 0.103
adder cells (fa/ha/maj) | 50 | 50 | 0.129
multiplexers | 47 | 47 | 0.152
==> how the worst max path moves through the flow <==
stage	startpoint	slack (ns)	end
CTS	I_dataA[0]	0.33	int_result[14]
global route	I_dataA[0]	0.05	int_result[12]
finish	I_dataA[0]	0.27	int_result[14]
==> registers in the layout, indices dropped and copies added, names as in the netlist <==
signal	flops
O_shldBranch	1
int_result	16
==> layout make-up <==
| type | instances | share of cell area |
|---|---|---|
| multi-input cells | 517 | 0.617 |
| repair buffers | 168 | 0.222 |
| flip-flops and latches | 17 | 0.0783 |
| well taps | 168 | 0.0322 |
| inverters | 50 | 0.0288 |
| clock buffers | 3 | 0.0115 |
| clock inverters | 18 | 0.0104 |
==> metal layers <==
layer / GRT usage / vias to the layer above / routed length, µm
met5: 0 / - / 0
met1: 0.530 / 2774 / 9490
met3: 0.0731 / 34 / 2070
li1: - / 2658 / -
met4: 0.0675 / 0 / 434
met2: 0.520 / 330 / 9460
==> stage by stage <==
stage	cells	hold slack, ns	power [mW]
after global placement	921	7.37	0.450
after global routing	941	7.07	0.599
after floorplan	633	6.86	0.299
after CTS	941	7.04	0.558
after detailed placement	921	7.38	0.449
final	941	7.04	0.560
Power figures rest on the tool's default switching activity, not on a simulated workload.
