==> ./design.v <==
`timescale 1ns / 1ps
module fake_ram(
input I_clk,
input I_we,
input [15:0] I_addr,
input [15:0] I_data,
output reg [15:0] O_data
);
reg [15:0] mem [8:0];
 initial begin
		mem[0] = 16'b1000000011111110; 
		mem[1] = 16'b1000100111101101;
		mem[2] = 16'b0010001000100000;
		mem[3] = 16'b1000001100000001;
		mem[4] = 16'b1000010000000001;
		mem[5] = 16'b0000001101110000;
		mem[6] = 16'b1100000000000101 ;
		mem[7] = 0 ; 
		mem[8] = 0 ; 
		O_data = 16'b0000000000000000 ;
end
	always@(negedge I_clk) begin
		if(I_we) begin
		mem[I_addr[15:0]] <= I_data;
		end
	   O_data <= mem[I_addr[15:0]];
	 end
endmodule
==> ./run.sh <==
#!/bin/bash
# OpenROAD 26Q1-2900-gdf79404cd8, Yosys 0.63+post, stock flow scripts
make -C /OpenROAD-flow-scripts/flow DESIGN_CONFIG=/design/flow/config.mk WORK_HOME=/design/flow/orfs finish
==> ./config.mk <==
export PLATFORM = sky130hd
export DESIGN_NAME = fake_ram
export DESIGN_NICKNAME = fake_ram
export VERILOG_FILES = /design/flow/design.v
export SDC_FILE = /design/flow/constraint.sdc
export NUM_CORES = 4
export LEC_CHECK = 1
export CORE_UTILIZATION = 40
==> ./constraint.sdc <==
current_design fake_ram

set clk_period 2.8
set clk_io_pct 0.2

create_clock -name clk0 -period $clk_period [get_ports {I_clk}]

set non_clock_inputs [all_inputs -no_clocks]
set_input_delay [expr $clk_period * $clk_io_pct] -clock clk0 $non_clock_inputs
set_output_delay [expr $clk_period * $clk_io_pct] -clock clk0 [all_outputs]
==> impl_metrics.py <==
# Auto-generated metrics
metrics = {
    "power": {
        "power_density_nw_per_um2": 728,
        "vdd_ir_drop_max_uv": 452,
        "p_sw_frac": 0.270,
        "p_clk_frac": 0.502,
        "power.switching_mw": 1.65,
        "p_comb_frac": 0.058,
        "total_power_mw": 6.12,
        "seq_power_share": 0.441,
        "p_int_mw": 4.47,
        "p_leak_nw": 3.64,
    },
    "logic_synthesis": {
        "synthCells": 327,
        "top_area_frac": 0.714,
        "top_area_cell": "edfxtp_1",
        "synth-seq-cells": 160,
        "ys_seq_frac": 0.767,
        "yosys_area_um2": 6060,
        "syn-cell-area_um2": 6060,
        "yosys-stat-cells": 327,
        "ys_top_cells_by_area": "edfxtp_1 71%, mux2_2 5.9%, dfxtp_1 5.3%",
        "yosysWarnings": 1,
        "syn_avg_cell_area_um2": 18.5,
        "ys_types": 22,
    },
    "detailed_routing": {
        "drt_iter0_drc": 165,
        "final_antenna_net_count": 0,
        "wl_per_cell_um": 16.6,
        "drt-vias-per-instance": 4.88,
        "dr_total_vias": 3783,
        "drc_errors": 0,
        "n_antenna_cell": 0,
        "dr.pass1.iters": 6,
        "drt-total-wl_um": 12900,
    },
    "final_timing": {
        "setup_violations": 17,
        "maxSlewViolCount": 0,
        "rsz0062_at_grt": "yes",
        "setup_slack_ns": -0.0135,
        "max_slew_margin": 0.756,
        "finClkSkew_ns": 0.0145,
        "tightest_slew_ns": 0.365,
        "finalHoldViolations": 0,
        "finalSetupTns_ns": -0.124,
    },
    "outcome": {
        "run_status": "finished, violations left",
        "violations": "setup timing",
    },
    "run": {
        "maxCapViolations": 0,
        "tool_warnings": 200,
    },
    "final_layout": {
        "flop_area_um2": 4650,
        "logic_area_um2": 1420,
        "final_cell_mix": "163 x inv_1, 144 x edfxtp_1, 32 x mux2i_1, 32 x buf_4, 30 x mux2_2",
        "area_delta_synth_final_pct": 38.8,
        "drive_gt1_frac": 0.285,
        "nFillCells": 1097,
        "utilization": 0.574,
        "layout_top_cell": "inv_1",
    },
    "critical_path": {
        "start_kind": "input port",
        "path_cells": "buf_8, or3b_4, nor3_4, buf_6",
        "slowest_delay_ns": 0.43,
        "cpLargestDelayFamily": "simple AND/OR/NAND/NOR gates",
        "cp.arrival_ns": 1.57,
        "path_class": "input port to flip-flop",
        "crit_required_ns": 1.56,
        "crit_buf_inv": 2,
        "worst_setup_path_end_kind": "flip-flop",
        "cp_slowest_cell": "or3b_4",
        "worstPathMaxFanout": 6,
    },
    "grt": {
        "grtUsageMet2": 0.248,
        "antenna_found_initial": 0,
        "grt_overflow": 0,
        "grt_max_degree": 19,
        "gr-usage-met3": 0.149,
        "grtUsageMet1": 0.254,
        "track_usage": 0.191,
        "grt_pass1_vias": 4194,
        "grt-busiest-layer": "met1",
        "grt_pass1_wl_um": 20600,
    },
    "clock_network": {
        "htreeDepth": 4,
        "clk_latency_ns": 0.46,
        "cts_tree": "yes",
        "cts_hold_buf": 0,
        "cts_root_buffer": "clkbuf_16",
        "cts_sinks": 160,
        "cts_buffers": 17,
        "clk_pin_slew_ns": 0.03,
        "cts.path.max_buffers": 2,
    },
    "floorplan": {
        "fp.dieH_um": 125,
        "num_rows": 44,
        "pin_count": 50,
        "die_area_um2": 15600,
        "fp_util": 0.414,
        "core_um2": 14600,
        "dieWidth_um": 125,
    },
    "placement": {
        "dp.final_hpwl_um": 7510,
        "dp_slack_ns": -0.852,
        "port_buffers": 37,
        "place.gp.congestion": 0.785,
    },
    "hold_path": {
        "min_path_type": "flip-flop to flip-flop",
    },
}
final cells by class:
cell class              instances  area share
repair buffers                 92       0.113
clock buffers                  17      0.0506
well taps                     184      0.0274
clock inverters               174      0.0878
multi-input cells             149       0.169
flip-flops and latches        160       0.553
tightest hold or removal path, cell delays in order (launching register included):
cell and delay [ns]:
edfxtp_1 0.31, nand2_1 0.06, o31ai_2 0.05
state kept, by name, indices dropped and copies added, names as in the netlist:
name	flops
mem	144
O_data	16
synth_stat cells:
| master | instances |
|---|---|
| edfxtp_1 | 144 |
| mux2_2 | 32 |
| mux2i_1 | 32 |
| nand2_1 | 19 |
| a22o_1 | 16 |
| dfxtp_1 | 16 |
| o22ai_1 | 16 |
| o31ai_2 | 15 |
| nor2_1 | 7 |
| buf_6 | 5 |
| clkbuf_1 | 5 |
| buf_2 | 4 |
| nand2b_1 | 4 |
| buf_4 | 2 |
| nor2b_1 | 2 |
| nor3_1 | 2 |
| buf_8 | 1 |
| inv_1 | 1 |
| nand3b_1 | 1 |
| nor4_1 | 1 |
| o31ai_1 | 1 |
| or3b_2 | 1 |
kinds of logic (layout without fill, tap and decap cells):
group | count (synthesis) | count (layout) | share of synthesized area
flops | 160 | 160 | 0.767
simple gates | 37 | 37 | 0.0277
buf+inv | 18 | 283 | 0.0213
mux | 64 | 64 | 0.112
compound gates | 48 | 48 | 0.0719
per-stage QoR:
| stage | instance area [um2] | hold WS, ns | cells |
|---|---|---|---|
| after floorplan | 6210 | 0.421 | 327 |
| after global placement | 7170 | 0.440 | 580 |
| after detailed placement | 7170 | 0.446 | 580 |
| after CTS | 8360 | 0.450 | 774 |
| after global routing | 8410 | 0.458 | 776 |
| final | 8410 | 0.445 | 776 |
path summary, 6_finish.rpt:
| path | from | to | slack, ns | cells past startpoint |
|---|---|---|---|---|
| worst max-delay path | I_addr[3] | mem[0][8] | -0.01 | 4 |
| worst min-delay path | mem[8][1] | O_data[1] | 0.45 | 2 |
| worst max register to register | mem[5][4] | O_data[4] | 1.67 | 4 |
| worst min register to register | mem[8][1] | O_data[1] | 0.45 | 2 |
per-layer routing:
layer | vias to the layer above | share of wire | wire length [um]
li1 | 1811 | - | -
met1 | 1788 | 0.41 | 5250
met2 | 164 | 0.47 | 6000
met3 | 20 | 0.11 | 1450
met4 | 0 | 0.015 | 187
met5 | - | 0 | 0
repair_timing:
action | in CTS | in global routing
pin swaps | 5 | 4
gates cloned | 2 | 0
setup endpoints to repair | 176 | 75
resized | 68 | 15
setup buffers | 2 | 3
power groups by stage:
| stage | clock network [mW] | logic (mW) | registers, mW |
|---|---|---|---|
| after CTS | 3.19 | 0.348 | 2.70 |
| after global routing | 3.48 | 0.380 | 2.70 |
| final | 3.07 | 0.353 | 2.70 |
Power figures rest on the tool's default switching activity, not on a simulated workload.
